==> ./design.v <==
interface IF_dut #(parameter DataWidth = 32) (input bit clk);
    logic                 push;     
    logic [DataWidth-1:0] Din;       
    logic                 pop;       
    logic [DataWidth-1:0] Dout;     
    logic                 pndng;     
    logic                 full;      
    logic                 rst;       
endinterface  
module dff_async_rst (
    input data,
    input clk,
    input reset,
    output reg q
);
  always @(posedge clk or posedge reset)
    if (reset) begin
      q <= 1'b0;
    end else begin
      q <= data;
    end
endmodule
module dltch_async_rst (
    input data,
    input clk,
    input reset,
    output reg q
);
  always @(clk or reset or data)
    if (reset) begin
      q <= 1'b0;
    end else if (clk) begin
      q <= data;
    end
endmodule
module dltch (
    input data,
    input clk,
    output reg q
);
  always @(clk or data)
    if (clk) begin
      q <= data;
    end
endmodule
module prll_d_reg #(
    parameter bits = 32
) (
    input clk,
    input reset,
    input [bits-1:0] D_in,
    output [bits-1:0] D_out
);
  genvar i;
  generate
    for (i = 0; i < bits; i = i + 1) begin : bit_
      dff_async_rst prll_regstr_ (
          .data(D_in[i]),
          .clk(clk),
          .reset(reset),
          .q(D_out[i])
      );
    end
  endgenerate
endmodule
module prll_d_ltch_no_rst #(
    parameter bits = 32
) (
    input clk,
    input [bits-1:0] D_in,
    output [bits-1:0] D_out
);
  genvar i;
  generate
    for (i = 0; i < bits; i = i + 1) begin : bit_
      dltch prll_regstr_ (
          .data(D_in[i]),
          .clk(clk),
          .q(D_out[i])
      );
    end
  endgenerate
endmodule
module prll_d_ltch #(
    parameter bits = 32
) (
    input clk,
    input reset,
    input [bits-1:0] D_in,
    output [bits-1:0] D_out
);
  genvar i;
  generate
    for (i = 0; i < bits; i = i + 1) begin : bit_
      dltch_async_rst prll_regstr_ (
          .data(D_in[i]),
          .clk(clk),
          .reset(reset),
          .q(D_out[i])
      );
    end
  endgenerate
endmodule
module fifo_flops #(
    parameter depth = 16,
    parameter bits  = 32
) (
    input [bits-1:0] Din,
    output reg [bits-1:0] Dout,
    input push,
    input pop,
    input clk,
    output reg full,
    output reg pndng,
    input rst
);
  wire [bits-1:0] q[depth-1:0];
  reg [$clog2(depth):0] count;
  reg [bits-1:0] aux_mux[depth-1:0];
  reg [bits-1:0] aux_mux_or[depth-2:0];
  genvar i;
  generate
    for (i = 0; i < depth; i = i + 1) begin : _dp_
      if (i == 0) begin : _dp2_
        prll_d_reg #(bits) D_reg (
            .clk  (push),
            .reset(rst),
            .D_in (Din),
            .D_out(q[i])
        );
        always @(*) begin
          aux_mux[i] = (count == i + 1) ? q[i] : {bits{1'b0}};
        end
      end else begin : _dp3_
        prll_d_reg #(bits) D_reg (
            .clk  (push),
            .reset(rst),
            .D_in (q[i-1]),
            .D_out(q[i])
        );
        always @(*) begin
          aux_mux[i] = (count == i + 1) ? q[i] : {bits{1'b0}};
        end
      end
    end
  endgenerate
  generate
    for (i = 0; i < depth - 2; i = i + 1) begin : _nu_
      always @(*) begin
        aux_mux_or[i] = aux_mux[i] | aux_mux_or[i+1];
      end
    end
  endgenerate
  always @(*) begin
    aux_mux_or[depth-2] = aux_mux[depth-1] | aux_mux[depth-2];
    Dout = aux_mux_or[0];
  end
  always @(posedge clk) begin
    if (rst) begin
      count <= 0;
    end else begin
      case ({
        push, pop
      })
        2'b00: count <= count;
        2'b01: begin
          if (count == 0) begin
            count <= 0;
          end else begin
            count <= count - 1;
          end
        end
        2'b10: begin
          if (count == depth) begin
            count <= count;
          end else begin
            count <= count + 1;
          end
        end
        2'b11: count <= count;
      endcase
    end
    pndng <= (count == 0) ? {1'b0} : {1'b1};
    full  <= (count == depth) ? {1'b1} : {1'b0};
  end
endmodule
module fifo_generic #(
    parameter  DataWidth = 32,
    parameter  Depth     = 8,
    localparam PtrWidth  = $clog2(Depth)
) (
    input  logic                 clk,
    input  logic                 rst,
    input  logic                 writeEn,
    input  logic [DataWidth-1:0] writeData,
    input  logic                 readEn,
    output logic [DataWidth-1:0] readData,
    output logic                 full,
    output logic                 pndng
);
  logic [DataWidth-1:0] mem[Depth];
  logic [PtrWidth:0] wrPtr, wrPtrNext;
  logic [PtrWidth:0] rdPtr, rdPtrNext;
  logic empty;
  always_comb begin
    wrPtrNext = wrPtr;
    rdPtrNext = rdPtr;
    if (writeEn) begin
      wrPtrNext = wrPtr + 1;
    end
    if (readEn) begin
      rdPtrNext = rdPtr + 1;
    end
  end
  always_ff @(posedge clk or posedge rst) begin
    if (rst) begin
      wrPtr <= '0;
      rdPtr <= '0;
    end else begin
      wrPtr <= wrPtrNext;
      rdPtr <= rdPtrNext;
    end
    if (writeEn) begin
      mem[wrPtr[PtrWidth-1:0]] <= writeData;
    end
  end
  assign readData = mem[rdPtr[PtrWidth-1:0]];
  assign empty = (wrPtr[PtrWidth] == rdPtr[PtrWidth]) && (wrPtr[PtrWidth-1:0] == rdPtr[PtrWidth-1:0]);
  assign full  = (wrPtr[PtrWidth] != rdPtr[PtrWidth]) && (wrPtr[PtrWidth-1:0] == rdPtr[PtrWidth-1:0]);
  assign pndng = !empty;
endmodule
==> ./constraint.sdc <==
current_design fifo_flops

set clk_period 4.8
set clk_io_pct 0.2

create_clock -name clk0 -period $clk_period [get_ports {clk}]
create_clock -name clk1 -period $clk_period [get_ports {push}]

set non_clock_inputs [all_inputs -no_clocks]
set_input_delay [expr $clk_period * $clk_io_pct] -clock clk0 $non_clock_inputs
set_output_delay [expr $clk_period * $clk_io_pct] -clock clk0 [all_outputs]
==> ./config.mk <==
export PLATFORM = sky130hd
export DESIGN_NAME = fifo_flops
export DESIGN_NICKNAME = fifo_flops
export VERILOG_FILES = /design/flow/design.v
export SDC_FILE = /design/flow/constraint.sdc
export NUM_CORES = 4
export LEC_CHECK = 1
export CORE_UTILIZATION = 40
==> ./run.sh <==
#!/bin/bash
# OpenROAD 26Q1-2900-gdf79404cd8, Yosys 0.63+post, stock flow scripts
make -C /OpenROAD-flow-scripts/flow DESIGN_CONFIG=/design/flow/config.mk WORK_HOME=/design/flow/orfs finish
==> flow_metrics.tcl <==
# collected from the flow reports
set metrics [dict create \
    status "complete, no violations" \
    hpwl_mm 28.4 \
    core_sq_um 42300 \
    vias_per_cell 5.59 \
    pre_cts_ws_ns 0.608 \
    portBuffers 68 \
    utilization 0.504 \
    grt_use_total 0.229 \
    row_count 75 \
    async_reset_ff_frac 0.987 \
    warnings 58 \
    vdd_drop_max_mv 0.310 \
    slew_headroom 0.346 \
    top_cells_by_count "512 x dfrtp_1, 66 x mux2i_1, 57 x a22oi_1, 36 x a22o_1" \
    hp-start "_dp_[8]._dp3_.D_reg.bit_[23].prll_regstr_.q" \
    yosys_warnings 6 \
    place.gp.congestion 0.904 \
    initCoreUtil 0.409 \
    die_h_microns 210 \
    power_mw 12.5 \
    remaining_drc_errors 0 \
    enable_flop_cells 0 \
    finClkSkew_ns 0.0161 \
    nFillCells 3380 \
    top_cell "dfrtp_1" \
    top_area_cell "dfrtp_1" \
    yosys.area.top_type_share 0.741 \
    drtIter0Drc 806 \
    overflow 0 \
    crit_type "clock port to flip-flop" \
    cts_hold_buf 0 \
    synthFlopType "dfrtp_1" \
    synthDistinctLibCells 64 \
    worst_slack_ns 0.0750 \
    hold_path.class "flip-flop to flip-flop" \
    ios 70 \
    die_w_microns 210 \
    powerDensity_nw_per_um2 586 \
    ys_seq_frac 0.749 \
    dieArea_sq_um 44100 \
    rsz0062_at_grt "no" \
    drv_slew 0 \
    dr_total_vias 10300 \
    worstSetupStartpointType "clock port" \
    wl_mm 46.0 \
    wire_per_inst_microns 25.0 \
    timing.rr.start "count[0]" \
    syn_area_sq_um 17300 \
    crit_path_start "push" \
    worstPathMaxFanout 2 \
    syn_area_per_cell_sq_um 15.9 \
    grt_max_degree 143 \
    worstPathRequired_ns 4.96 \
    grt_first_pass_wirelength_mm 69.6 \
    setup_viol 0 \
    dr.pass1.iters 5 \
    yosys_area_sq_um 17300 \
    cts_setup_buffers 0 \
    ys_cells 1088 \
    drtAntennaViolNets 0 \
    cts_tree "yes" \
    drive_gt1_frac 0.163 \
    area_leaders "dfrtp_1 74%, mux2i_1 3.8%, a22oi_1 2.5%" \
    hold_violations 0 \
    synth-seq-cells 519 \
    area_delta_synth_final_pct 23.5 \
    n_antenna_cell 0 \
    cellLeakagePower_nw 8.95 \
    first_global_vias 11400 \
    tightest_slew_ns 0.968 \
    critPathArrivalTime_ns 4.89 \
    clk_pin_slew_ns 0.06 \
    synthCells 1088 \
    maxCapViolations 0 \
    antenna_found_initial 0 \
    endpoint_kind "flip-flop" \
]
[sequential cells by signal, summed over array words and instances (netlist names)]
signal	cells
count	5
full	1
pndng	1
_dp_._dp3_.D_reg.bit_.prll_regstr_.q	480
_dp_._dp2_.D_reg.bit_.prll_regstr_.q	32
[timing repair]
item / 4_1_cts / 5_1_grt
cloned: 0 / 0
pin swaps: 1 / 2
gates resized: 10 / 4
setup endpoints to repair: 3 / 1
[layout by cell type (no fill, tap or decap), types with 5 or more instances in the layout]
cell	synthesis	final
nand4_1	12	12
a22o_1	36	36
clkbuf_1	27	17
inv_1	12	11
a21oi_1	17	15
o21ai_0	12	9
nand3b_1	17	17
a32oi_1	5	5
mux4_2	7	7
nor2b_1	11	8
clkbuf_8	0	12
nor2_1	14	14
ha_1	7	6
and4b_1	6	6
a2bb2oi_1	11	10
a222oi_1	7	7
nand3_1	22	22
o2bb2ai_1	11	11
buf_4	11	40
clkdlybuf4s50_1	0	68
o22ai_1	21	21
a211oi_1	6	6
mux2_2	14	14
clkinv_2	0	5
a22oi_1	57	57
clkbuf_16	0	84
mux2i_1	66	66
buf_12	0	6
nand2_1	31	31
dfrtp_1	512	512
or3b_2	6	6
a221oi_1	31	31
[path summary, 6_finish.rpt]
kind | end | slack [ns] | cells after the start
worst max-delay path | count[2] | 0.07 | 18
worst min register to register | _dp_[9]._dp3_.D_reg.bit_[23].prll_regstr_.q | 0.37 | 0
worst max register to register | count[3] | 2.03 | 9
worst min-delay path | _dp_[9]._dp3_.D_reg.bit_[23].prll_regstr_.q | 0.37 | 0
max in group asynchronous | _dp_[11]._dp3_.D_reg.bit_[16].prll_regstr_.q | 2.26 | 4
min in group asynchronous | _dp_[15]._dp3_.D_reg.bit_[29].prll_regstr_.q | 1.07 | 2
max in group clk1 | _dp_[0]._dp2_.D_reg.bit_[20].prll_regstr_.q | 3.98 | 1
min in group clk0 | count[0] | 0.67 | 2
[critical path, stage by stage]
cell	delay [ns]
clkbuf_16	0.12
clkbuf_16	0.13
clkbuf_16	0.13
clkbuf_16	0.13
clkbuf_16	0.13
clkbuf_16	0.13
clkbuf_16	0.13
clkbuf_16	0.13
ha_4	0.16
clkbuf_16	0.14
clkbuf_16	0.14
clkbuf_16	0.13
inv_2	0.05
a2bb2oi_2	0.06
clkbuf_16	0.15
clkbuf_16	0.13
or3_4	0.36
a21oi_2	0.12
[cell type report]
| type | instances | area (sq um) | share of cell area |
|---|---|---|---|
| Sequential cell | 519 | 13000 | 0.607 |
| Multi-Input combinational cell | 490 | 4060 | 0.190 |
| Clock buffer | 113 | 2330 | 0.109 |
| Timing Repair Buffer | 114 | 1100 | 0.0516 |
| Tap cell | 577 | 722 | 0.0338 |
| Clock inverter | 13 | 128 | 0.00598 |
| Inverter | 11 | 45.0 | 0.00211 |
[kinds of logic (layout without fill, tap and decap cells)]
| logic type | after synthesis | after routing | synth area share |
|---|---|---|---|
| flip-flops | 519 | 519 | 0.749 |
| AND-OR/OR-AND | 245 | 245 | 0.111 |
| AND/OR/NAND/NOR | 151 | 151 | 0.0554 |
| multiplexers | 87 | 87 | 0.0564 |
| buffers and inverters | 79 | 251 | 0.0231 |
| adder cells (fa/ha/maj) | 7 | 7 | 0.00507 |
[through the flow]
step / std cells / hold WS, ns / cell area, sq um / TNS [ns]
6_report: 1837 / 0.365 / 21300 / 0
5_1_grt: 1837 / 0.369 / 21300 / 0
4_1_cts: 1837 / 0.367 / 21300 / 0
3_5_place_dp: 1712 / 0.300 / 18800 / 0
3_3_place_gp: 1712 / 0.300 / 18800 / 0
2_1_floorplan: 1088 / 0.299 / 17300 / -1603.24
[routing by layer]
layer | global-route usage | share of wire
met1 | 0.331 | 0.41
met2 | 0.314 | 0.44
met3 | 0.110 | 0.11
met4 | 0.0826 | 0.037
met5 | 0.00222 | 0
[where the power goes]
| group | total [mW] | leakage, nW | switching [mW] | internal (mW) |
|---|---|---|---|---|
| Sequential | 4.91 | 6.03 | 0.286 | 4.62 |
| Clock | 5.21 | 1.26 | 1.94 | 3.27 |
| Combinational | 2.39 | 1.66 | 1.29 | 1.10 |
| Total | 12.5 | 8.95 | 3.51 | 9.00 |
Power and IR drop assume default switching activity.
